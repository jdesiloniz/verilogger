[flow/config.mk]
export PLATFORM = sky130hd
export DESIGN_NAME = lattice_dual_port_genram
export DESIGN_NICKNAME = lattice_dual_port_genram
export VERILOG_FILES = /design/flow/design.v
export SDC_FILE = /design/flow/constraint.sdc
export NUM_CORES = 4
export LEC_CHECK = 1
export CORE_UTILIZATION = 40
[flow/constraint.sdc]
current_design lattice_dual_port_genram

set clk_period 11.1
set clk_io_pct 0.2

create_clock -name clk0 -period $clk_period [get_ports {rclk}]
create_clock -name clk1 -period $clk_period [get_ports {wclk}]

set non_clock_inputs [all_inputs -no_clocks]
set_input_delay [expr $clk_period * $clk_io_pct] -clock clk0 $non_clock_inputs
set_output_delay [expr $clk_period * $clk_io_pct] -clock clk0 [all_outputs]
[flow/design.v]
module lattice_dual_port_genram #(parameter AW = 8, DW = 8)(
		input wire 	[DW-1:0] 	data_in,
		input wire 				wclk,
		input wire 				rclk,
		input wire 	[AW-1:0] 	addr_w,
		input wire 	[AW-1:0] 	addr_r,
		output reg 	[DW-1:0] 	data_out,
		input 					wr_en
	);
	reg [DW-1:0] mem [(1<<AW)-1:0];
  	always @(posedge wclk)  
  	if (wr_en)
  	    mem[addr_w] <= data_in;  
  	always @(posedge rclk)  
	  	data_out <= mem[addr_r];  
endmodule  
[flow/run.sh]
#!/bin/bash
# OpenROAD 26Q1-2900-gdf79404cd8, Yosys 0.63+post, stock flow scripts
make -C /OpenROAD-flow-scripts/flow DESIGN_CONFIG=/design/flow/config.mk WORK_HOME=/design/flow/orfs finish
==> deck_impl_summary.md <==
Implementation Results

Global routing
  – Grt ovf: 0
  – Initial antenna violation count: 3
  – First-pass GRT wire length: 291000 um
  – Total track usage: 22.3%
  – Largest net degree at the start of global routing: 114
  – Vias in the first global route: 42200

Critical path
  – Arr. time, crit path: 6.46 ns
  – Crit Path Class: in2reg
  – R2R Setup Slk: 7.57 ns
  – Critical path launch point type: input pin
  – CP Max Fanout: 53
  – Crit path DRT: 11.21 ns
  – CP endpoint kind: register

Placed design
  – Place WS: 4.39 ns
  – Post-DP HPWL: 119000 um
  – GP Congestion: 0.877
  – Buffers added on ports: 33

Logic synthesis
  – Top cells, area: edfxtp_1 77%, mux4_2 13%, mux2i_1 1.7%
  – Top cells by count, synth: 2048 x edfxtp_1, 454 x mux4_2, 282 x nor2_1
  – Mapped Avg Cell Area: 21.3 um^2
  – Yosys top cell by area: edfxtp_1
  – Cell Type Count: 55
  – Seq/Total Area, Yosys: 77.5%
  – Number of enable flip-flop cells: 2048
  – Synth Flop Type: edfxtp_1
  – Yosys chip area: 79600 um^2
  – Top cell type by instance count after synthesis: edfxtp_1
  – Post-Synthesis Cell Area: 79600 um^2
  – Yosys Warn Count: 1
  – Yosys reg bits: 2056
  – Syn Inst Count: 3733
  – Area leader share: 77.3%
  – Asr flop ratio synth: 0%
  – Cells in synth_stat.txt: 3733

Route
  – DR vias: 38400
  – Vias per inst: 5.70
  – Post-Route WL: 200000 um
  – Average wire per standard cell: 29.7 um
  – Drt drc: 0
  – Starting DRT DRC Count: 2820
  – Drt pass-1 iters: 5
  – Detail Route Antenna Nets: 0

Power
  – PwrDens: 182 nW/um^2
  – Leakage: 27.7 nW
  – Peak supply drop: 0.133 mV
  – Total power: 16.4 mW

Timing
  – Final setup margin: 4.75 ns
  – RSZ-0062 raised after global routing: no
  – Final setup fails: 0
  – Max-Slew Margin vs Limit: 17.0%
  – Worst-Margin Slew: 1.23 ns
  – Final Slew Violations: 0
  – Final Hold Vio Count: 0
  – Setup TNS: 0 ns

Floorplan
  – Die Area: 201000 um^2
  – Die Height: 448 um
  – Die X: 448 um
  – Core box area: 197000 um^2
  – Initial Utilization: 40.3%
  – IO Pins: 35
  – Placement row count: 163

Clock network
  – TritonCTS clock tree: yes
  – Clock sink count: 2056
  – Post-CTS Hold Fix Bufs: 0
  – Post-CTS Setup Repair Bufs: 0
  – Clk slew on worst S/H paths: 0.08 ns
  – CTS resizes: 0

Flow run
  – Max-cap violations: 0
  – OpenROAD warnings: 36

Cells and area
  – Area delta synth->final: 13.3%
  – Share of post-route cells with drive strength above 1: 23.4%
  – Fillcell total: 16300

Outcome
  – Status: complete, no violations

Min path
  – Min-Delay Path Class: reg2reg
==> area by class of cell <==
class / instances / area (um^2) / area share [%]
Timing Repair Buffer: 221 / 1840 / 2.04
Clock buffer: 252 / 5390 / 5.98
Clock inverter: 116 / 1460 / 1.62
Multi-Input combinational cell: 1442 / 16500 / 18.3
Inverter: 2 / 7.51 / 0.00833
Tap cell: 2640 / 3300 / 3.66
Sequential cell: 2056 / 61700 / 68.4
Antenna cell: 4 / 10.0 / 0.0111
==> worst paths after layout <==
kind,to,startpoint,cells past startpoint
worst max-delay path,data_out[0],addr_r[0],10
worst min-delay path,data_out[5],mem[32][5],6
worst max register to register,data_out[0],mem[171][0],6
worst min register to register,data_out[5],mem[32][5],6
max in group clk1,mem[232][7],addr_w[5],4
min in group clk1,mem[224][4],data_in[4],1
==> registers in the layout (all words and copies together) (netlist names) <==
| name | flops |
|---|---|
| data_out | 8 |
| mem | 2048 |
==> kinds of logic (layout without fill, tap and decap cells) <==
family | Yosys count | after routing | synth area share [%]
muxes | 591 | 591 | 14.6
buffers and inverters | 235 | 591 | 1.83
other | 0 | 4 | 0
AOI/OAI and AO/OA | 385 | 385 | 3.42
DFF | 2056 | 2056 | 77.5
and+or+nand+nor | 466 | 466 | 2.63
==> power breakdown <==
group | switching, mW | internal [mW] | total [mW]
Sequential | 0.0169 | 8.56 | 8.58
Clock | 2.93 | 4.11 | 7.04
Combinational | 0.502 | 0.263 | 0.765
Total | 3.45 | 12.9 | 16.4
==> critical path, stage by stage <==
cell	delay (ns)
buf_8	0.51
buf_4	0.63
buf_4	0.61
mux4_2	0.60
mux4_2	0.46
nor2_1	0.11
a2111oi_0	0.09
nor3_1	0.80
buf_4	0.28
nor4_2	0.05
==> metrics by stage <==
step                      instances  area [um^2]  utilization [%]  hold slack (ns)
after global placement         6361        83300             42.2             1.02
after global routing           6731        90200             45.7             1.76
final                          6733        90200             45.7             1.56
after floorplan                3733        79600                -            0.770
after detailed placement       6361        83300             42.2             1.02
after CTS                      6729        90200             45.7             1.64
==> cell usage in the layout, fill, tap and decap left out, types with 43 or more instances in the layout <==
cell type,n
a21oi_1,96
a22oi_1,133
buf_4,185
clkbuf_1,43
clkbuf_16,209
clkinv_1,46
edfxtp_1,2048
mux2i_1,134
mux4_2,454
nor2_1,279
o221ai_1,46
==> metal layers <==
metal  GRT usage, %  part of all wire [%]  up-vias
met5           1.08                  0.20        -
met4           5.78                   3.3        8
met3           15.3                    15      328
met2           32.7                    48     2281
met1           28.5                    33    19700
li1               -                     -    16100
Power is estimated from default activity; no workload was simulated.
